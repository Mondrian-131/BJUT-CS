`/design/flow/config.mk`:
```
export PLATFORM = sky130hd
export DESIGN_NAME = ir
export DESIGN_NICKNAME = ir
export VERILOG_FILES = /design/flow/design.v
export SDC_FILE = /design/flow/constraint.sdc
export NUM_CORES = 4
export LEC_CHECK = 1
export CORE_AREA = 10 10 86 86
export DIE_AREA = 0 0 96 96
```
`/design/flow/constraint.sdc`:
```
current_design ir

set clk_period 1.0
set clk_io_pct 0.2

create_clock -name clk0 -period $clk_period [get_ports {clk}]

set non_clock_inputs [all_inputs -no_clocks]
set_input_delay [expr $clk_period * $clk_io_pct] -clock clk0 $non_clock_inputs
set_output_delay [expr $clk_period * $clk_io_pct] -clock clk0 [all_outputs]
```
`/design/flow/design.v`:
```
module ir(clk,IRWr,pc_in,instr);
    input clk;
    input IRWr;  
    input [31:0] pc_in; 
    output reg [31:0] instr;  
    always@(posedge clk)
    begin
        if(IRWr) instr<=pc_in;
    end
endmodule
```
`/design/flow/run.sh`:
```
#!/bin/bash
# OpenROAD 26Q1-2900-gdf79404cd8, Yosys 0.63+post, stock flow scripts
make -C /OpenROAD-flow-scripts/flow DESIGN_CONFIG=/design/flow/config.mk WORK_HOME=/design/flow/orfs finish
```
==> deck_impl_summary.md <==
Implementation Results

Floorplan
  • Total I/O pin count: 66
  • Core area: 5540 µm²
  • Chip area: 9220 µm²
  • Die x size: 96 µm
  • FP Util: 17.3%
  • Rows: 27
  • Die H: 96 µm

Job
  • Count of tool warnings: 26
  • Number of max-cap violations: 0

Critical path
  • Required @ worst endpoint: 0.98 ns
  • CP startpoint: IRWr
  • Critical path's top delay family: buffers and inverters
  • Crit path launch type: input pin
  • WS Path Type: in2reg
  • Worst path cell trace: clkdlybuf4s50_1 -> buf_12
  • Worst Path Max Fanout: 20
  • CP arrival: 0.98 ns
  • Crit path buf inv count: 2
  • Max incr delay on CP: 0.57 ns
  • Critical-path top delay cell: clkdlybuf4s50_1
  • CP Capture Type: flop

Layout
  • Flop area: 961 µm²
  • Multi-input gates: 0
  • Share of cells above drive strength 1: 36.8%
  • Area Overhead vs Synth: 72.5%
  • MI comb area: 0 µm²
  • Fillers: 568
  • Most flop-heavy register: instr
  • Regs by FF count: instr: 32 flops
  • Final Util: 29.9%
  • Max reg flops: 32
  • Post-route insts no fill: 178

Logic synthesis
  • Main area contributors: edfxtp_1
  • Mapped Area: 961 µm²
  • Synth unique cells: 1
  • Sequential share of the synthesized area: 100%
  • Synthesized area per cell: 30.0 µm²
  • Cell taking the most area after synthesis: edfxtp_1
  • Yosys Chip Area: 961 µm²
  • Cells after Synth: 32
  • Syn. warnings: 1
  • Yosys cell count: 32
  • Seq cells post-synth: 32
  • Area leader share: 100%

Clocking
  • TritonCTS clock tree: built
  • Clk buf depth: 2
  • TritonCTS buffer count: 5
  • CTS Hold Bufs: 0
  • Clock Sinks: 32
  • CTS HTree Levels: 2
  • Root Buffer: clkbuf_8
  • Post-CTS setup buffer count: 0
  • Worst-path clk slew: 0.06 ns

Routing
  • Via density: 3.25
  • DR pass1 iterations: 2
  • Antenna viol nets, final: 0
  • Initial DRC count: 16
  • Routed WL: 2620 µm
  • Via count: 579
  • ANT cells: 0
  • Wire per inst: 14.7 µm
  • Remaining DRCs: 0

STA
  • Finish-stage setup viols: 0
  • Relative slew slack: 86.4%
  • Tmin final: 0.993 ns
  • Actual slew at the worst max-slew pin: 0.203 ns
  • Hold violation total from the final report: 0
  • Max-slew violations: 0
  • F_max: 1010 MHz
  • RSZ-0062 raised after global routing: true
  • Hold WS: 0.474 ns
  • Final period util: 99.3%

Global route
  • Antenna violations before repair: 0
  • Grt peak-use layer: met2
  • Total track usage: 5.69%
  • First-pass GRT wire length: 3830 µm
  • GRT overflow: 0
  • Met2 global-route usage: 8.69%
  • Met3 usage: 4.72%
  • M1 GR Usage: 6.12%
  • Pin count of the biggest net entering global routing: 21
  • Vias in the first global route: 658

Placement
  • Placed insts: 171
  • Routability congestion estimate: 0.757
  • Dpl hpwl: 2110 µm
  • Port Buffer Count: 65

Power
  • Final Power: 0.00277 W
  • Flop pwr share: 58.3%
  • Combinational share of power: 9.1%
  • Worst vdd ir: 0.561 mV
  • Clock network power share: 32.6%
  • Sw power: 0.000529 W
  • Sw frac: 19.1%
  • Pwr per Cell Area: 1670 nW/µm²
  • Internal power: 0.00224 W
  • Leakage power: 0.626 nW

Hold path
  • HP Class: in2reg
  • Min-delay src: pc_in[16]

Run status
  • Status: complete, no violations
[per-layer routing]
layer  wire, µm  vias to the layer above
li1           -                      274
met1        935                      264
met2       1210                       37
met3        440                        4
met4         32                        0
met5          0                        -
[final timing paths]
check	end	depth (start not counted)
worst max-delay path	instr[25]	2
worst min-delay path	instr[16]	1
[final cells by class]
type,instances,area share [%]
clock inverter,2,0.453
clock buffer,5,4.15
tap,72,5.43
sequential,32,58.0
timing repair buffer,67,32.0
[layout by cell type (no fill, tap or decap), drive strengths merged]
| cell | n |
|---|---|
| clkbuf | 5 |
| edfxtp | 32 |
| buf | 34 |
| clkdlybuf4s50 | 33 |
| clkinv | 2 |
[logic make-up after synthesis]
group | Yosys count | synth area share, %
flops | 32 | 100
[synthesized netlist by cell type]
master    instances
edfxtp_1         32
[power groups by stage]
stage	combinational (W)	clock, W	sequential [W]
6_report	0.000251	0.000903	0.00161
5_1_grt	0.000280	0.00102	0.00163
4_1_cts	0.000263	0.000962	0.00161
[stage by stage]
step | instance area, µm² | setup WS [ns] | TNS, ns
2_1_floorplan | 961 | 0.501 | 0
3_5_place_dp | 1740 | -0.287 | -8.68
3_3_place_gp | 1740 | -0.276 | -8.36
4_1_cts | 1660 | 0.00647 | 0
5_1_grt | 1660 | -0.0275 | -0.172
6_report | 1660 | 0.00665 | 0
[what timing repair did]
item / in CTS / in global routing
gates resized: 100 / 0
gates cloned: 0 / 0
setup endpoints to repair: 32 / 16
No activity file was given, so power comes from the tool's default toggle rates.
