## /design/flow/design.v

```verilog
module dr(clk,din,dout);
    input clk;
    input [31:0] din;
    output reg [31:0] dout;
    always@(posedge clk)
    begin
        dout<=din;
    end
endmodule
```

## /design/flow/run.sh

```bash
#!/bin/bash
# OpenROAD 26Q1-2900-gdf79404cd8, Yosys 0.63+post, stock flow scripts
make -C /OpenROAD-flow-scripts/flow DESIGN_CONFIG=/design/flow/config.mk WORK_HOME=/design/flow/orfs finish
```

## /design/flow/config.mk

```make
export PLATFORM = sky130hd
export DESIGN_NAME = dr
export DESIGN_NICKNAME = dr
export VERILOG_FILES = /design/flow/design.v
export SDC_FILE = /design/flow/constraint.sdc
export NUM_CORES = 4
export LEC_CHECK = 1
export CORE_AREA = 10 10 80 80
export DIE_AREA = 0 0 90 90
```

## /design/flow/constraint.sdc

```tcl
current_design dr

set clk_period 1.0
set clk_io_pct 0.2

create_clock -name clk0 -period $clk_period [get_ports {clk}]

set non_clock_inputs [all_inputs -no_clocks]
set_input_delay [expr $clk_period * $clk_io_pct] -clock clk0 $non_clock_inputs
set_output_delay [expr $clk_period * $clk_io_pct] -clock clk0 [all_outputs]
```

==> flow_metrics.py <==
# Flow results
metrics = {
    "setup_path": {
        "path_delay_family": "flip-flops",
        "path_class": "flop to output port",
        "cp_slowest_cell": "dfxtp_2",
        "cp.arrival_ps": 750,
        "slowest_delay_ps": 310,
        "path_cells": "clkdlybuf4s15_1",
        "critPathMaxFanout": 1,
        "startpoint_type": "flop",
        "cp_num_buf_inv": 1,
        "end_kind": "output port",
        "critPathRequiredTime_ps": 800,
    },
    "final_timing": {
        "maxSlewHeadroom_pct": 95.9,
        "max_freq_ghz": 1.05,
        "finalWorstSetupSlack_ps": 46.7,
        "fin_crit_ps": 953,
        "worst_pin_slew_ps": 61.3,
        "setup_violations": 0,
        "tns_ps": 0,
        "period_used_pct": 95.3,
        "hold_viol": 0,
        "grt_setup_unrepaired": "no",
        "drv_slew": 0,
    },
    "synth": {
        "top_area_cell": "dfxtp_1",
        "avgSynthCellArea_sq_um": 20.0,
        "async_flop_share_pct": 0,
        "netlist.area_leader.share_pct": 100,
        "ys_types": 1,
        "ys_ff": 32,
        "syn_inst": 32,
        "ff_type": "dfxtp_1",
        "synth_seq_share_pct": 100,
        "edf_count": 0,
        "syn-cell-area_sq_um": 641,
        "most_common_cell": "dfxtp_1",
        "ys_area_sq_um": 641,
        "netlist_top_cells_count": "dfxtp_1 (32)",
        "ys_cells": 32,
        "area_leaders": "dfxtp_1 (100%)",
        "yosysWarnings": 1,
    },
    "layout": {
        "largest_reg_flops": 32,
        "seq_area_sq_um": 654,
        "logic_gate_count": 0,
        "syn_to_final_growth_pct": 119,
        "drive_gt1_share_pct": 28.8,
        "fin_cells": 171,
        "final_area_sq_mm": 0.00140,
        "final_util_pct": 29.7,
        "layout.area.comb_sq_um": 0,
        "fillers": 481,
        "top_regs": "dout: 32 flops",
        "regMostFlops": "dout",
    },
    "global_route": {
        "antenna_found_initial": 0,
        "grt_max_degree": 10,
        "grt_pass1_wl_um": 3020,
        "grt_overflow": 0,
        "track_usage_pct": 4.86,
        "grt_pass1_vias": 553,
    },
    "detailed_routing": {
        "wl_per_cell_um": 11.9,
        "first_pass_iters": 2,
        "wl_met1_um": 801,
        "diodes": 0,
        "via_per_inst": 2.89,
        "drt_iter0_markers": 1,
        "met3WireLength_um": 502,
        "routed.top_layer": "met4",
        "vias": 495,
        "drc_errors": 0,
        "drt_wl_total_um": 2040,
        "ant_nets": 0,
        "met2RoutedLength_um": 694,
    },
    "power": {
        "p_seq_share_pct": 53.9,
        "p_sw_uw": 453,
        "clock_power_share_pct": 38.4,
        "peakVddDrop_uv": 729,
        "power.density_mw_per_mm2": 1800,
        "combPwrFrac_pct": 7.7,
        "p_leak_nw": 0.581,
        "intPower_mw": 2.08,
        "netSwitchingFraction_pct": 17.9,
    },
    "place": {
        "place_inst": 163,
        "place_area_sq_mm": 0.00137,
        "pre_cts_ws_ps": 30.8,
        "port_buffers": 64,
        "routabilityCongestion": 0.639,
    },
    "hold_path": {
        "hold_path_class": "input pin to flop",
    },
    "run": {
        "cap_violations": 0,
        "warning_count": 25,
    },
    "clock_network": {
        "clock-root-buffer": "clkbuf_8",
        "numCtsBuffers": 5,
        "cts_buffer_depth": 2,
        "hold_buffers": 0,
        "post_cts_buffers": 0,
        "clock_sinks": 32,
        "cts_tree": "built",
        "clk_pin_slew_worst_paths_ps": 60,
        "htreeDepth": 2,
    },
    "floorplan": {
        "rows": 25,
        "core_util_floorplan_pct": 13.6,
        "ios": 65,
        "dieArea_sq_mm": 0.00810,
        "die_y_um": 90,
        "coreArea_sq_mm": 0.00472,
        "dieWidth_um": 90,
    },
    "status": {
        "status": "completed",
    },
}
## repair_timing
action | CTS | global route
setup endpoints to repair | 32 | 17
resized | 67 | 21
endpoints found under the hold margin | 0 | 0
## cell type report
cell class | count | share of cell area, %
sequential | 32 | 46.6
tap | 67 | 5.97
clock buffer | 8 | 6.42
timing repair buffer | 64 | 41.0
## through the flow
stage / total power, mW / hold slack, ps
6_report: 2.53 / 359
5_1_grt: 2.68 / 332
4_1_cts: 2.61 / 341
3_5_place_dp: 1.63 / 652
3_3_place_gp: 1.63 / 650
2_1_floorplan: 1.37 / 228
## power groups by stage
stage / combinational (mW) / clock [mW] / sequential (mW)
CTS: 0.215 / 1.03 / 1.36
global route: 0.213 / 1.10 / 1.37
finish: 0.194 / 0.971 / 1.36
## routing by layer
layer / vias to the layer above / GRT usage, %
met5: - / 0
met1: 197 / 5.03
met3: 6 / 6.12
met4: 0 / 0.796
li1: 238 / -
met2: 54 / 6.05
## worst paths after layout
path                      from  endpoint  slack [ps]  cells after the start
worst max-delay path  dout[15]  dout[15]          50                      1
worst min-delay path    din[3]   dout[3]         360                      1
## cell families (layout without fill, tap and decap cells)
family | count (synthesis) | in the layout | share of synthesized area, %
flops | 32 | 32 | 100
buf+inv | 0 | 72 | 0
## placed cells by master, fill, tap and decap left out, drive strengths merged
master         count
clkdlybuf4s50     32
dfxtp             32
clkbuf            21
clkdlybuf4s15     19
Power and IR drop assume default switching activity.
